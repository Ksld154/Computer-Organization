## ./config.mk

```make
export PLATFORM = sky130hd
export DESIGN_NAME = ForwardingUnit
export DESIGN_NICKNAME = ForwardingUnit
export VERILOG_FILES = /design/flow/design.v
export SDC_FILE = /design/flow/constraint.sdc
export NUM_CORES = 4
export LEC_CHECK = 1
export CORE_AREA = 10 10 70 70
export DIE_AREA = 0 0 80 80
```

## ./constraint.sdc

```tcl
current_design ForwardingUnit

set clk_period 3.0
set clk_io_pct 0.2

create_clock -name clk0 -period $clk_period

set non_clock_inputs [all_inputs -no_clocks]
set_input_delay [expr $clk_period * $clk_io_pct] -clock clk0 $non_clock_inputs
set_output_delay [expr $clk_period * $clk_io_pct] -clock clk0 [all_outputs]
```

## ./design.v

```verilog
module ForwardingUnit(
    EXMEM_RegWrite_i,
    MEMWB_RegWrite_i,
    IDEX_Rs_i,
    IDEX_Rt_i,
    EXMEM_Rd_i,
    MEMWB_Rd_i,
    Forward_A_o,
    Forward_B_o
);
input   EXMEM_RegWrite_i;		  
input   MEMWB_RegWrite_i;
input   [5-1:0] IDEX_Rs_i;
input   [5-1:0] IDEX_Rt_i;
input   [5-1:0] EXMEM_Rd_i;
input   [5-1:0] MEMWB_Rd_i;
output reg  [2-1:0] Forward_A_o;
output reg  [2-1:0] Forward_B_o;
always@(*) begin
    if(EXMEM_RegWrite_i == 1 && EXMEM_Rd_i != 0 && (EXMEM_Rd_i == IDEX_Rs_i))
        Forward_A_o = 2'b10;
    else if(MEMWB_RegWrite_i == 1 && MEMWB_Rd_i != 0 && MEMWB_Rd_i == IDEX_Rs_i)
        Forward_A_o = 2'b01;
    else
        Forward_A_o = 2'b00;
    if(EXMEM_RegWrite_i == 1 && EXMEM_Rd_i != 0 && (EXMEM_Rd_i == IDEX_Rt_i))
        Forward_B_o = 2'b10;
    else if(MEMWB_RegWrite_i == 1 && MEMWB_Rd_i != 0 && MEMWB_Rd_i == IDEX_Rt_i)
        Forward_B_o = 2'b01;
    else
        Forward_B_o = 2'b00;
end
endmodule	
```

## ./run.sh

```bash
#!/bin/bash
# OpenROAD 26Q1-2900-gdf79404cd8, Yosys 0.63+post, stock flow scripts
make -C /OpenROAD-flow-scripts/flow DESIGN_CONFIG=/design/flow/config.mk WORK_HOME=/design/flow/orfs finish
```

==> impl_metrics.toml <==
# physical design summary
[routing]
drtAntennaViolNets = 0
route.detailed.drc = 0
num_vias = 373
wirelength_mm = 1.29
via_per_inst = 3.30
dr.pass1.iters = 4
wire_per_inst_um = 11.4
drt_iter0_markers = 13

[logic_synthesis]
ys.warnings.count = 1
yosysMostFrequentCell = "xnor2_1"
synthesis.area_sq_um = 258
synth_seq_share_pct = 0
synth_area_leader_cell = "xnor2_1"
top_area_share_pct = 54.4
ys_area_sq_um = 258
synthTopCellsByCount = "xnor2_1, nor4_1, xor2_1"
syn-instance-count = 34
avgSynthCellArea_sq_um = 7.58
yosys_cells = 34
top_cells_by_area = "xnor2_1, xor2_1, nor4_1"
synth_cell_types = 9

[place]
port_buffers = 26
post-place-ws_ns = -0.270
place_inst = 112
gp_congestion = 0.848
dp_hpwl_mm = 1.17
dpl-instance-area_sq_um = 621

[final_layout]
postLayoutCellArea_sq_um = 651
stdcell_count = 113
fill_cells = 382
drive_gt1_share_pct = 15.2
clockBufferCount = 0
flops = 0
flop_area_sq_um = 0
mi_logic_area_sq_um = 284
areaGrowthSynthToFinish_pct = 152

[critical_path]
critical_path.startpoint = "EXMEM_Rd_i[0]"
start_kind = "input pin"
cp_max_fo = 3
path_class = "input pin to primary output"
arrival_ns = 2.33
endpoint = "Forward_B_o[1]"
required_ns = 2.40
cp-end-kind = "primary output"

[min_path]
min-delay-start = "MEMWB_RegWrite_i"
holdCritPathClass = "input pin to primary output"

[grt]
grt_pass1_wl_mm = 1.99
grt_pass1_vias = 388
grt_usage_pct = 3.83
grt_max_degree = 4
antenna_found_initial = 1
grt_overflow_total = 0

[timing]
layout_setup_ws_ns = 0.0679
max_freq_mhz = 341
relSlewSlack_pct = 77.9
tightest_slew_ns = 0.329
setup_viol = 0
hold_violations = 0
rsz0062_at_grt = "false"
fin_crit_ns = 2.93
finalMaxSlewViolations = 0
post-route-period-util_pct = 97.7

[floorplanning]
dieHeight_um = 80
core_area_sq_um = 3420
io_pins = 26
initial_core_util_pct = 7.55
core.rowCount = 21
dieArea_sq_um = 6400
die_w_um = 80

[run]
maxCapViolCount = 0
tool_warnings = 32

[pwr]
power_density_nw_per_um2 = 123
ir_worst_vdd_mv = 0.0559
power_leakage_nw = 0.235

[clocking]
post_cts.repair.setup_buffers = 0

[run_status]
status = "complete, no violations"
## layout by cell type, fill, tap and decap left out
| cell | n |
|---|---|
| dlygate4sd2_1 | 1 |
| buf_2 | 1 |
| dlymetal6s2s_1 | 3 |
| nand3_1 | 2 |
| xor2_1 | 4 |
| o21ai_4 | 1 |
| nor4_4 | 1 |
| nor4_1 | 3 |
| nand4_1 | 2 |
| diode_2 | 1 |
| xnor2_1 | 16 |
| or4_1 | 1 |
| buf_4 | 6 |
| nor2_1 | 1 |
| clkdlybuf4s50_1 | 21 |
| nand2_1 | 2 |
| or4_4 | 1 |
## cell type report
| class | count | area share [%] |
|---|---|---|
| diodes | 1 | 0.385 |
| multi-input cells | 34 | 43.7 |
| well taps | 46 | 8.85 |
| repair buffers | 32 | 47.1 |
## per-layer routing
metal,track usage (%),part of all wire (%),vias to the layer above
met4,0,0,0
met5,0,0,-
li1,-,-,189
met1,6.72,59,151
met2,2.97,17,33
met3,3.07,24,0
## stage by stage
step	hold WS (ns)	setup TNS [ns]	total power, mW	utilization (%)
detailed placement	2.20	-0.545	0.0761	18.2
global placement	2.20	-0.460	0.0755	18.2
global route	1.93	0	0.0868	19.0
finish	1.90	0	0.0802	19.0
CTS	2.03	0	0.0773	18.3
floorplan	1.27	0	0.0269	-
## critical path, stage by stage
cell and delay, ns:
clkdlybuf4s50_1 0.59, xnor2_1 0.16, nand3_1 0.10, nor4_1 0.26
buf_4 0.17, clkdlybuf4s50_1 0.45
## what timing repair did
item / CTS / global route
hold buffers: 0 / 0
endpoints found under the hold margin: 0 / 0
gates resized: 3 / 9
pin swaps: 2 / 3
endpoints found under the setup margin: 3 / 3
gates cloned: 0 / 0
## logic make-up after synthesis
| kind of cell | synth area share (%) |
|---|---|
| AND/OR/NAND/NOR | 28.6 |
| XOR/XNOR | 68.0 |
| AND-OR/OR-AND | 3.40 |
## report_power, final
group          internal [mW]  switching, mW  leakage (nW)    total [mW]
registers                  0              0             0             0
logic                 0.0493         0.0309         0.235        0.0802
clock network   0.0000000445              0    0.00000634  0.0000000445
## how the worst min path moves through the flow
stage	to	depth (start not counted)	slack, ns
CTS	Forward_B_o[0]	4	2.03
global route	Forward_B_o[0]	4	1.93
finish	Forward_B_o[0]	4	1.90
No activity file was given, so power comes from the tool's default toggle rates.
