### flow/config.mk
export PLATFORM = sky130hd
export DESIGN_NAME = HazardDetect
export DESIGN_NICKNAME = HazardDetect
export VERILOG_FILES = /design/flow/design.v
export SDC_FILE = /design/flow/constraint.sdc
export NUM_CORES = 4
export LEC_CHECK = 1
export CORE_AREA = 10 10 70 70
export DIE_AREA = 0 0 80 80
### flow/constraint.sdc
current_design HazardDetect

set clk_period 1.8
set clk_io_pct 0.2

create_clock -name clk0 -period $clk_period

set non_clock_inputs [all_inputs -no_clocks]
set_input_delay [expr $clk_period * $clk_io_pct] -clock clk0 $non_clock_inputs
set_output_delay [expr $clk_period * $clk_io_pct] -clock clk0 [all_outputs]
### flow/design.v
module HazardDetect(
    IDEX_MemRead_i,
    IDEX_Rt_i,
    IFID_Rs_i,
    IFID_Rt_i,
    Branch_i,
    ID_Flush_o,
    IF_Flush_o,
    EX_Flush_o,
    PCWrite_o,
    IFID_Write_o
);
input   IDEX_MemRead_i;		  
input   [5-1:0] IDEX_Rt_i;
input   [5-1:0] IFID_Rs_i;
input   [5-1:0] IFID_Rt_i;
input   Branch_i;
output reg ID_Flush_o;
output reg IF_Flush_o;
output reg EX_Flush_o;
output reg PCWrite_o;
output reg IFID_Write_o;
always@(*) begin
    if(IDEX_MemRead_i == 1 && (IDEX_Rt_i == IFID_Rs_i || IDEX_Rt_i == IFID_Rt_i)) begin
        ID_Flush_o = 1;
        IF_Flush_o = 0;
        EX_Flush_o = 0;
        PCWrite_o = 0;
        IFID_Write_o = 0;
    end
    else if (Branch_i == 1)begin
        ID_Flush_o = 1;
        IF_Flush_o = 1;
        EX_Flush_o = 1;
        PCWrite_o = 1;
        IFID_Write_o = 1;
    end
    else begin
        ID_Flush_o = 0;
        IF_Flush_o = 0;
        EX_Flush_o = 0;
        PCWrite_o = 1;
        IFID_Write_o = 1;  
    end
end
endmodule	
### flow/run.sh
#!/bin/bash
# OpenROAD 26Q1-2900-gdf79404cd8, Yosys 0.63+post, stock flow scripts
make -C /OpenROAD-flow-scripts/flow DESIGN_CONFIG=/design/flow/config.mk WORK_HOME=/design/flow/orfs finish
==> impl_results.rst <==
Synthesis and place-and-route
=============================

.. list-table::
   :header-rows: 1

   * - Metric
     - Value
   * - Slowest stage cell, crit path
     - sky130_fd_sc_hd__a221o_1
   * - Iteration count of the initial detailed-routing pass
     - 2
   * - DIE WIDTH
     - 80 um
   * - Routing usage on met3
     - 0.909%
   * - Maximum number of pins on one net before global-route repair
     - 4
   * - Startpoint types
     - input port
   * - Worst slew pin tran
     - 0.246 ns
   * - Number of failing setup endpoints in the final timing report
     - 0
   * - Distinct lib cells
     - 9
   * - ANT cells
     - 0
   * - F_max
     - 575 MHz
   * - Final critical-path required period
     - approximately 1.7 ns
   * - Total global routing track utilization
     - 2.44%
   * - Worst-path cell chain
     - clkdlybuf4s15_2 -> xor2_2 -> nor4_4 -> buf_4 -> a221o_1 -> buf_2
   * - Average wire length per cell after detail routing
     - 9.16 um
   * - Proportion of synthesized chip area in sequential cells
     - 0%
   * - Max-area cell share
     - 41.2%
   * - Vertical die size
     - 80 um
   * - Total die size
     - 6400 um2
   * - GR Layer Usage met1
     - roughly 3.7%
   * - Maximum fanout encountered on the critical timing path
     - 2
   * - Utilization after layout
     - 14.8%
   * - Standard-cell row count
     - 21
   * - Number of DRC violations after detailed routing
     - 0
   * - P_leak
     - 0.206 nW
   * - Final hold viol count
     - 0
   * - Remaining global-route overflow
     - 0
   * - OpenROAD warning count
     - 33
   * - Slew Viols, Final
     - 0
   * - Overall power after layout
     - 108 uW
   * - Wire length of the first global-routing pass
     - 1300 um
   * - Power per Cell Area
     - 213 nW/um2
   * - Yosys Chip Area
     - roughly 170 um2
   * - # clk buffers
     - 0
   * - RSZ-0062 raised after global routing
     - yes
   * - Number of buffers inserted by port buffering
     - 22
   * - Mapped Avg Cell Area
     - 8.51 um2
   * - Gate Count Post-Synth
     - 20
   * - Delay of the slowest cell on the worst path
     - 0.32 ns
   * - WS Path Type
     - in2out
   * - Met2 Track Usage GR
     - 3.29%
   * - Main area contributors
     - sky130_fd_sc_hd__xor2_1 41%, sky130_fd_sc_hd__nor4_2 15%, sky130_fd_sc_hd__xnor2_1 10%, sky130_fd_sc_hd__buf_4 8.8%, sky130_fd_sc_hd__and2_1 7.4%
   * - Outcome
     - complete, no violations
   * - Comb area
     - 253 um2
   * - Worst EP arrival
     - 1.38 ns
   * - Placeable core region
     - roughly 3400 um2
   * - Placed cell count
     - approximately 87
   * - Layout cell share with drive strength beyond 1
     - 87.0%
   * - Capturing instance or port of the critical path
     - ID_Flush_o
   * - Final critical-path share of the clock period
     - 96.6%
   * - Hold_buf cts
     - 0
   * - Routed Wire Length
     - 843 um
   * - Number of antenna violations at the first check in global routing
     - 0
   * - Storage element area
     - 0 um2
   * - Via count of the routed design
     - between 200 and 250
   * - Violation count after the first detailed-routing iteration
     - 3
   * - Library cell with the largest summed area after synthesis
     - sky130_fd_sc_hd__xor2_1
   * - Sequential cells
     - 0
   * - Final ANT Viol Nets
     - 0
   * - Synthesis-to-layout area growth
     - 198%
   * - DR vias/cell
     - 2.58
   * - Filler cells
     - 400
   * - GRT busiest layer
     - met1
   * - Launching instance or port of the critical path
     - IFID_Rs_i[4]
   * - Required time of the critical path
     - about 1.4 ns
   * - Detailed placement HPWL
     - roughly 750 um
   * - Yosys warnings
     - 1
   * - RD Place Congestion
     - around 0.68
   * - Kind of capture point of the worst setup path
     - primary output
   * - Count of boundary I/O pins
     - 22
   * - Number of global-route vias before repair
     - 299
   * - Worst ir drop on vdd
     - 0.0713 mV
   * - Max-cap violation count
     - 0
   * - FP Core Util
     - 4.98%
   * - Max-slew headroom
     - 83.5%
   * - Hold crit path type
     - in2out
   * - Post-synthesis instance area
     - 170 um2
   * - Yosys Instances
     - 20
   * - Final standard cell count with taps included and fillers excluded
     - just over 90
[metrics by stage]
stage / area, um2 / hold slack, ns / setup WS, ns / TNS (ns)
finish: 507 / 1.28 / 0.0606 / 0
global placement: 440 / 1.66 / -0.670 / -3.12
global route: 507 / 1.33 / -0.00560 / -0.00560
CTS: 510 / 1.28 / 0.0561 / 0
detailed placement: 440 / 1.66 / -0.688 / -3.24
floorplan: 170 / 0.775 / 0.339 / 0
[layer usage]
metal / routed length, um / part of all wire [%]
met1: 461 / 55
met5: 0 / 0
met2: 267 / 32
met4: 0 / 0
met3: 115 / 14
[cells in the final DEF (no fill, tap or decap)]
master and count:
sky130_fd_sc_hd__clkdlybuf4s50_1 1, sky130_fd_sc_hd__buf_4 6, sky130_fd_sc_hd__xnor2_2 1, sky130_fd_sc_hd__and2_4 2, sky130_fd_sc_hd__a22oi_2 1, sky130_fd_sc_hd__a221o_1 1
sky130_fd_sc_hd__xnor2_1 1, sky130_fd_sc_hd__buf_2 14, sky130_fd_sc_hd__inv_1 1, sky130_fd_sc_hd__xor2_2 8, sky130_fd_sc_hd__clkdlybuf4s15_2 3, sky130_fd_sc_hd__clkbuf_2 1
sky130_fd_sc_hd__a221oi_2 1, sky130_fd_sc_hd__dlygate4sd2_1 2, sky130_fd_sc_hd__nor4_4 2, sky130_fd_sc_hd__buf_6 1
[synth_stat cells (all sizes together)]
cell type	instances
inv	1
xor2	8
a22oi	1
a221o	1
buf	2
a221oi	1
nor4	2
xnor2	2
and2	2
[cell type report]
cell class                 instances  area share (%)
inverter                           1           0.741
multi-input combinational         17            49.9
tap                               46            11.4
timing repair buffer              28            38.0
[power by group]
part	leakage [nW]	internal, mW	switching (mW)
Combinational	0.206	0.0607	0.0470
Clock	0	0	0
Sequential	0	0	0
Total	0.206	0.0607	0.0470
[critical path, delay by kind of cell]
family | cells | cell delay [ns]
AOI/OAI and AO/OA | 1 | 0.32
buffers and inverters | 3 | 0.44
and+or+nand+nor | 1 | 0.07
xor gates and xnor gates | 1 | 0.18
[how the worst min path moves through the flow]
stage / end / startpoint / cells past startpoint / slack [ns]
CTS: EX_Flush_o / IDEX_MemRead_i / 4 / 1.28
global route: IF_Flush_o / IDEX_MemRead_i / 4 / 1.33
finish: EX_Flush_o / IDEX_MemRead_i / 4 / 1.28
[cell families after synthesis]
| logic type | share of synthesized area [%] |
|---|---|
| xor gates and xnor gates | 51.5 |
| and+or+nand+nor | 22.1 |
| AOI/OAI and AO/OA | 15.4 |
| buffers and inverters | 11.0 |
[timing repair]
action,in CTS,in global routing
buffers inserted,5,0
gates resized,84,2
endpoints found under the setup margin,5,2
gates cloned,0,0
pin swaps,14,2
Power is estimated from default activity; no workload was simulated.
